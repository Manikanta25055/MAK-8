File: flow/run.sh
#!/bin/bash
# OpenROAD 26Q1-2900-gdf79404cd8, Yosys 0.63+post, stock flow scripts
make -C /OpenROAD-flow-scripts/flow DESIGN_CONFIG=/design/flow/config.mk WORK_HOME=/design/flow/orfs finish
File: flow/config.mk
export PLATFORM = sky130hd
export DESIGN_NAME = program_counter
export DESIGN_NICKNAME = program_counter
export VERILOG_FILES = /design/flow/design.v
export SDC_FILE = /design/flow/constraint.sdc
export NUM_CORES = 4
export LEC_CHECK = 1
export CORE_AREA = 10 10 77 77
export DIE_AREA = 0 0 87 87
export SYNTH_HDL_FRONTEND = slang
File: flow/constraint.sdc
current_design program_counter

set clk_period 2.3
set clk_io_pct 0.2

create_clock -name clk0 -period $clk_period [get_ports {clk}]

set non_clock_inputs [all_inputs -no_clocks]
set_input_delay [expr $clk_period * $clk_io_pct] -clock clk0 $non_clock_inputs
set_output_delay [expr $clk_period * $clk_io_pct] -clock clk0 [all_outputs]
File: flow/design.v
`timescale 1ns / 1ps
module program_counter (
    input  logic        clk,         
    input  logic        rst_n,       
    input  logic        pc_load,     
    input  logic [15:0] pc_new,      
    output logic [15:0] pc_out       
);
    always_ff @(posedge clk or negedge rst_n) begin
        if (!rst_n) begin
            pc_out <= 16'h0000;
        end else if (pc_load) begin
            pc_out <= pc_new;
        end else begin
            pc_out <= pc_out + 16'h0001;
        end
    end
endmodule
==> results.yml <==
# flow metrics
clock_network:
  cts_setup_buffers: 0
  cts_tree: "done"
  hold_buffers: 0
  cts.sinks: 16
  cts_resized: 0
  htree_levels: 1
  cts_inserted_buffers: 3
  path_clk_slew_ns: 0.06
  ctsRootBufferMaster: "clkbuf_8"
  clockBufferDepth: 2
  clk-insertion-delay-late_ns: 0.25
worst_setup_path:
  worstPathArrival_ns: 1.24
  crit_buf_inv: 1
  required_ns: 1.84
  path_cells: "clkdlybuf4s50_1"
  cp_top_family: "buffers and inverters"
  worstSetupEndpointType: "primary output"
  path_class: "reg -> out"
  crit_path_max_fanout: 6
  ff2ff_path_depth: 4
  critPathMaxStageDelay_ns: 0.52
  critPathLaunchType: "register"
  slowest_stage: "clkdlybuf4s50_1"
  cp.depth: 1
floorplan:
  core-area_sq_um: 4350
  io_pins: 35
  die_w_microns: 87
  rows: 24
  dieArea_sq_um: 7570
  fp_util: 0.203
  die_h_microns: 87
timing:
  tightest_slew_ns: 0.715
  period_needed_ns: 1.70
  drv_slew: 0
  fmax_mhz: 590
  clock_skew_ns: 0.000722
  rsz0062_at_grt: "false"
  maxSlewHeadroom: 0.522
  period_used_share: 0.738
  finalSetupTns_ns: 0
  hold_viol_final: 0
  setup_viol_count_final: 0
outcome:
  outcome: "finished clean"
placement:
  gp_congestion: 0.809
  portBuffers: 34
  dp_hpwl_microns: 1860
pwr:
  leakage_nw: 0.495
  p_switching_mw: 0.201
  power_frac_seq: 0.462
  pwr_density_cell_nw_per_um2: 583
  combPwrFrac: 0.221
  finalPower_mw: 0.782
  p_int_mw: 0.581
  pwr-share-clk: 0.317
  swShare: 0.257
  irDropWorstVdd_mv: 0.418
cells_and_area:
  reg_top3: "pc_out x16"
  fillers: 439
  syn2layout_area_growth_pct: 51.6
  drive_gt1_frac: 0.136
  top_register: "pc_out"
  largest_reg_flops: 16
route:
  drc: 0
  first_iter_violations: 18
  diodes: 0
  final_antenna_net_count: 0
  first_pass_iters: 4
  vias_per_cell: 4.20
  wl_per_cell_microns: 13.4
  wirelength_microns: 2370
  via_count: 744
synth:
  edf_count: 0
  top_cells_by_count: "dfrtp_1, nand2_1, xnor2_1, o21ai_0, o21ai_1"
  syn_avg_cell_area_sq_um: 10.1
  synthTopCellsByArea: "dfrtp_1, xnor2_1, nor4_2"
  yosysWarnings: 0
  yosys_cells: 88
  top_area_cell: "dfrtp_1"
  synth_flops: 16
  synthesis.instances: 88
  top_area_frac: 0.453
  postSynthSeqShare: 0.453
  synth_area_sq_um: 885
  synthArstFlopShare: 1.00
  ff_type: "dfrtp_1"
  synth.distinct_cells: 20
  ys_area_sq_um: 885
grt:
  grt_usage: 0.0624
  overflow: 0
  grt_pass1_vias: 779
  grt_max_degree: 17
  antenna_found_initial: 0
  grt_pass1_wl_microns: 3820
min_path:
  min_path_type: "reg -> reg"
  whs_path_depth: 1
flow_run:
  maxCapViolations: 0
  warnings: 25
[logic make-up (layout without fill, tap and decap cells)]
family,count (synthesis),after routing,share of synthesized area
simple gates,36,36,0.253
compound gates,13,13,0.0735
mux,3,3,0.0382
buf+inv,5,42,0.0297
flops,16,16,0.453
fa+ha+maj,1,1,0.0141
xor+xnor,14,14,0.139
[layout make-up]
type | instances | area (sq um) | share of cell area
clock buffers | 4 | 55.1 | 0.0410
inverters | 2 | 7.51 | 0.00560
repair buffers | 36 | 355 | 0.265
flip-flops and latches | 16 | 400 | 0.299
multi-input cells | 67 | 458 | 0.341
well taps | 52 | 65.1 | 0.0485
[per-stage QoR]
stage	area (sq um)	util	hold WS (ns)	cells	worst slack (ns)
floorplan	885	-	0.164	88	0.917
global placement	1290	0.295	0.576	173	0.709
detailed placement	1290	0.295	0.578	173	0.672
CTS	1340	0.308	0.589	177	0.588
global route	1340	0.308	0.651	177	0.521
finish	1340	0.308	0.584	177	0.604
[cells in the final DEF, fill, tap and decap left out, drive strengths merged]
master         netlist  layout
clkbuf               2       4
xnor2                9       9
and3                 2       2
dfrtp               16      16
ha                   1       1
nor4                 5       5
clkdlybuf4s50        0      34
nand3                6       6
inv                  2       2
nor3                 3       3
nor2                 1       1
mux2                 3       3
nand4                3       3
buf                  1       2
nand2               16      16
o21ai               13      13
xor2                 5       5
[path summary, 6_finish.rpt]
check | startpoint | end | slack [ns]
min | pc_out[0] | pc_out[0] | 0.58
max reg2reg | pc_out[2] | pc_out[15] | 0.76
max in group asynchronous | rst_n | pc_out[1] | 1.21
max | pc_out[2] | pc_out[2] | 0.60
min in group asynchronous | rst_n | pc_out[14] | 0.64
min reg2reg | pc_out[0] | pc_out[0] | 0.58
[power by group through the flow]
| stage | clock, mW | combinational, mW | sequential (mW) |
|---|---|---|---|
| finish | 0.248 | 0.173 | 0.361 |
| CTS | 0.257 | 0.177 | 0.362 |
| global route | 0.276 | 0.192 | 0.368 |
[layer usage]
layer | vias to the layer above | wire length [microns] | track usage | part of all wire
met4 | 0 | 9 | 0.00442 | 0.0038
met2 | 28 | 1050 | 0.0933 | 0.44
li1 | 379 | - | - | -
met1 | 335 | 1060 | 0.0846 | 0.45
met3 | 2 | 255 | 0.0283 | 0.11
met5 | - | 0 | 0 | 0
Power figures rest on the tool's default switching activity, not on a simulated workload.
